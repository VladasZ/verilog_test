File: flow/design.v
module switch(input  clk,
			  input  rst,
			  input  trigger,
			  output out);
   reg 				 out_reg;
   assign out = out_reg;
   always @(posedge clk)
	 if (rst)
	   out_reg <= 0;
	 else if (trigger)
	   out_reg <= ~out_reg;
endmodule
module signal_generator #(parameter DELAY = 2,
						  parameter TIMER_SIZE = 63
						  )(input  clk,
							input  rst,
							output reg out);
   reg [TIMER_SIZE:0] counter;
   always @(posedge clk) begin
	  if (rst) begin
		 counter <= 0;
		 out <= 0;
	  end else begin
		 if (counter == DELAY - 1) begin
			out <= 1;
			counter <= 0;
		 end else begin
			out <= 0;
			counter = counter + 1;
		 end
	  end
   end
endmodule
module interval_switch #(parameter DELAY = 2,
						 parameter TIMER_SIZE = 63
						  )(input  clk,
							input  rst,
							output out);
   wire 						   trigger;
   switch switch(clk, rst, trigger, out);
   signal_generator #(.DELAY(DELAY)) signal_generator(clk, rst, trigger);
endmodule
module generators(input  clk,
				  input  rst,
				  output clk_ten,
				  output clk_hundred,
				  output clk_thousand,
				  output every_us,
				  output every_second,
				  output ten_per_second,
				  output hundred_per_second,
				  output transmitter_output_clock);
   wire 				 clk_ten_wire;
   wire 				 clk_hundred_wire;
   wire 				 clk_thousand_wire;
   wire 				 every_us_wire;
   wire 				 every_second_wire;
   wire 				 ten_per_second_wire;
   wire 				 hundred_per_second_wire;
   signal_generator #(.DELAY(10                 )) clk_ten_generator            (clk, rst, clk_ten_wire);
   signal_generator #(.DELAY(100                )) clk_hundred_generator        (clk, rst, clk_hundred_wire);
   signal_generator #(.DELAY(1000               )) clk_thousand_generator       (clk, rst, clk_thousand_wire);
   signal_generator #(.DELAY(100                )) every_us_generator           (clk, rst, every_us_wire);
   signal_generator #(.DELAY(100000000)) every_second_generator       (clk, rst, every_second_wire);
   signal_generator #(.DELAY(1000000            )) ten_per_second_generator     (clk, rst, ten_per_second_wire);
   signal_generator #(.DELAY(100000             )) hundred_per_second_generator (clk, rst, hundred_per_second_wire);
   assign clk_ten                   = clk_ten_wire;
   assign clk_hundred               = clk_hundred_wire;
   assign clk_thousand              = clk_thousand_wire;
   assign every_us                  = every_us_wire;
   assign every_second              = every_second_wire;
   assign ten_per_second            = ten_per_second_wire;
   assign hundred_per_second        = hundred_per_second_wire;
endmodule
module edge_detector #(parameter FALL = 1,
					   parameter RISE = 1
					   )(input clk,
						 input rst,
						 input signal,
						 output reg out);
   reg 								prev_signal;
   always @(posedge clk) begin
	  if (rst) begin
		 out <= 0;
	  end else if (RISE && signal && !prev_signal) begin
		 out <= 1;
	  end else if (FALL && !signal && prev_signal) begin
		 out <= 1;
	  end else begin
		 out <= 0;
	  end
	  prev_signal <= signal;
   end
endmodule
module counter(input             clk,
			   input 			 rst,
			   input 			 increment,
			   input 			 trigger,
			   output reg [63:0] out);
   reg [63:0] 					 counter;
   always @(posedge clk) begin
	  if (rst) begin
		 out <= 0;
		 counter <= 0;
	  end else if (trigger) begin
		 out <= counter;
		 counter <= 0;
	  end else if (increment) begin
		 counter = counter + 1;
	  end
   end
endmodule
module indexer #(parameter SIZE = 8
				 )(input                       clk,
				   input 					   rst,
				   input 					   increment,
				   output reg [$clog2(SIZE):0] get,
				   output 					   last); 
   wire 									   last_wire = get == SIZE - 1;
   assign last = last_wire;
   always @(posedge clk) if (rst) get <= 0;
   always @(posedge clk)
	 if (increment)
	   if (last_wire)
		  get <= 0;
		else
		  get = get + 1;
endmodule	 
module test_data_generator(input                           clk,
						   input 						   rst,
						   input 						   next,
						   output [14:0] out);
   reg [14:0] 						   data_buffer [15:0];
   reg [8:0] 											   index;
   wire 												   last_index = index == 16;
   assign out = data_buffer[index];
   always @(posedge clk) begin
	  if (rst) begin
		 index <= 0;
	  end else if (next) begin
		 index <= index + 1;
	  end else if (last_index) begin
		 index = 0;
	  end
   end
   always @(posedge clk) begin
	  data_buffer[0]  <= 65;
	  data_buffer[1]  <= 75;
	  data_buffer[2]  <= 85;
	  data_buffer[3]  <= 95;
	  data_buffer[4]  <= 105;
	  data_buffer[5]  <= 115;
	  data_buffer[6]  <= 4454;
	  data_buffer[7]  <= 125;
	  data_buffer[8]  <= 140;
	  data_buffer[9]  <= 140;
	  data_buffer[10] <= 140;
	  data_buffer[11] <= 140;
	  data_buffer[12] <= 10;
	  data_buffer[13] <= 10;
	  data_buffer[14] <= 10;
	  data_buffer[15] <= 10;
   end
endmodule
module pulse_recognizer (input     [14:0] in,
						 output reg [4:0] out);
   always @(*) begin
	  if      (in < 40)                                             out <= 9;
      else if (in > 60       && in < 72)      out <= 1;
      else if (in > 71       && in < 82)      out <= 2;
      else if (in > 81       && in < 92)      out <= 3;
      else if (in > 91       && in < 102)      out <= 4;
      else if (in > 101  && in < 114) out <= 5;
      else if (in > 113  && in < 124) out <= 6;
      else if (in > 123  && in < 135) out <= 7;
      else if (in > 134  && in < 148) out <= 8;
      else                                                                             out <= 0;
   end
endmodule
module pulse_buffer(input                          clk,
					input 						   rst,
					input 						   next,
					input [14:0] pulse,
					output 						   completed,
					output reg [63:0] 			   out);
   reg [4:0] 					   buffer [15:0];
   reg [7:0] 									   index;
   reg [63:0] 									   test_buffer;
   assign test_buffer[3  :  0] = buffer[0]; 
   assign test_buffer[7  :  4] = buffer[1]; 
   assign test_buffer[11 :  8] = buffer[2]; 
   assign test_buffer[15 : 12] = buffer[3]; 
   assign test_buffer[19 : 16] = buffer[4]; 
   assign test_buffer[23 : 20] = buffer[5]; 
   assign test_buffer[27 : 24] = buffer[6]; 
   assign test_buffer[31 : 28] = buffer[7];    
   assign test_buffer[35 : 32] = buffer[8];    
   assign test_buffer[39 : 36] = buffer[9];    
   assign test_buffer[43 : 40] = buffer[10];    
   assign test_buffer[47 : 44] = buffer[11];    
   assign test_buffer[51 : 48] = buffer[12];    
   assign test_buffer[55 : 52] = buffer[13];    
   assign test_buffer[59 : 56] = buffer[14];
   assign test_buffer[63 : 60] = buffer[15];
   wire 										   last_index = index == 15;
   wire [4:0] 				   recognized_pulse;
   assign completed = last_index;
   integer 							 i = 0;
   pulse_recognizer pulse_recognizer(pulse, recognized_pulse);
   always @(posedge clk) begin
	  if (rst) begin
		 for (i = 0; i < 16; i++) begin
			buffer[i] <= 0;
		 end
		 index <= 0;
		 out <= 0;
	  end
   end
   always @(posedge clk) begin
	  if (next) begin
		 buffer[index] <= recognized_pulse;
		 index = index + 1;
	  end else if (last_index) begin
		 for (i = 0; i < 16; i++) begin
			out[4*i+:4] = buffer[i];
		 end
		 index = 0;
	  end
   end
endmodule
module serial_transmitter(input       clk,
						  input 	  rst,
						  input 	  transmission_clock, 
						  input 	  send,
						  input [7:0] in_data,
						  output 	  transmission,
						  output 	  out_data);
   reg [7:0] 						  index = 0;
   reg [7:0]						  data_buffer = 0;
   reg 								  sending = 0;
   wire 							  current_bit = data_buffer[index];
   wire 							  last_index = index == 7;
   assign transmission = sending;
   assign out_data = current_bit;
   always @(posedge clk) begin
	  if (rst) begin
		 index <= 0;
		 data_buffer <= 0;
		 sending <= 0;
	  end if (send) begin
		 data_buffer <= in_data;
		 sending <= 1;
		 index <= 0;
	  end else if (last_index && transmission_clock) begin
		 index <= 0;
		 sending <= 0;
	  end else if (sending && transmission_clock) begin
		 index <= index + 1;
	  end
   end
endmodule
module data_transmitter(input        clk,
						input 		 rst,
						input 		 send,
						input [63:0] data,
						output 		 busy,
						output 		 transmission,
						output 		 clock,
						output 		 out_data);
   reg [7:0] 						 data_buffer [7:0];
   reg [7:0] 						 index = -1;
   reg 								 state = 0;
   reg 								 new_byte = 0;
   wire [7:0] 						 current_byte = data_buffer[index];
   wire 							 serial_transmitter_busy;
   wire 							 last_index = index == 7;
   wire 							 serial_clk;
   interval_switch #(.DELAY(10)) transmitter_out_clock_generator(clk, rst, clock);
   signal_generator #(.DELAY(10)) serial_generator(clk, rst, serial_clk);
   assign transmission = serial_transmitter_busy;
   assign busy = state == 1 || serial_transmitter_busy;
   integer 							 i = 0;
   always @(posedge clk) begin
	 if (rst) begin
		 index <= -1;
		 new_byte <= 0;
		 state <= 0;
	 end else if (state == 0 && !busy) begin
		 if (send) begin
			state <= 1;
			for (i = 0; i < 8; i++) begin
		 	   data_buffer[i] <= data[8*i+:8];
			end	
		 end
	 end 
	 else if (state == 1) begin
		if (!new_byte && !last_index && serial_clk && !serial_transmitter_busy) begin
		   new_byte <= 1;
		   index <= index + 1;
		end else if (last_index) begin
		   state <= 0;
		   index <= -1;
		   new_byte <=0;
		end else begin
		   new_byte <= 0;
		end
	 end
   end
   serial_transmitter serial_transmitter(.clk(clk),
										 .rst(rst),
										 .transmission_clock(serial_clk),
										 .send(new_byte),
										 .in_data(current_byte),
										 .transmission(serial_transmitter_busy),
										 .out_data(out_data));   
endmodule
module top(input        clk,
		   input 		rst,  
		   input 		btn1, 
		   input 		vive_sensor,
		   output [2:0] led,
		   output 		transmission,
		   output 		clock,
		   output 		data);
   wire 				edge_detected;
   wire 				transmitter_busy;
   wire 				transmitter_clk;
   wire 				transmitter_data;
   wire 				transmission_active; 				   
   wire [63:0] 			counter_wire;
   wire 				every_us;
   signal_generator #(.DELAY(100000000)) every_us_generator(clk, rst, every_us);
   counter counter(clk, rst, every_us, edge_detected, counter_wire);
   wire 				test_pulse_signal;
   signal_generator #(.DELAY(100)) test_pulse_signal_generator(clk, rst, test_pulse_signal);
   wire [14:0] test_pulse_duration;
   test_data_generator test_data_generator(clk, rst, test_pulse_signal, test_pulse_duration);
   wire [7:0] 					 index;
   wire 						 last_index;
   indexer #(.SIZE(316)) indexer(clk, rst, test_pulse_signal, index, last_index);
   wire 						 buffer_ready_wire;
   wire [63:0] 					 pulse_buffer_wire;
   pulse_buffer pulse_buffer(.clk(clk), .rst(rst),
							 .next(test_pulse_signal),
							 .pulse(test_pulse_duration),
							 .completed(buffer_ready_wire),
							 .out(pulse_buffer_wire));
   data_transmitter data_transmitter(.clk(clk), .rst(rst),
									 .send(buffer_ready_wire),
									 .data(pulse_buffer_wire),
   									 .busy(transmitter_busy),
   									 .transmission(transmission_active),
   									 .out_data(transmitter_data),
   									 .clock(transmitter_clk));
   assign clock        = transmitter_clk;
   assign data         = transmitter_data;
   assign transmission = transmission_active; 				   
   wire 				every_second_switch;
   interval_switch #(.DELAY(100000000)) every_second_switch_generator(clk, rst, every_second_switch);
   edge_detector edge_detector(clk, rst, vive_sensor, edge_detected);
   assign led[0] = transmitter_busy;  
   assign led[1] = every_second_switch;  
   assign led[2] = rst;   
 endmodule
File: flow/config.mk
export PLATFORM = sky130hd
export DESIGN_NAME = generators
export DESIGN_NICKNAME = generators
export VERILOG_FILES = /design/flow/design.v
export SDC_FILE = /design/flow/constraint.sdc
export NUM_CORES = 4
export LEC_CHECK = 1
export CORE_UTILIZATION = 40
File: flow/constraint.sdc
current_design generators

set clk_period 12.5
set clk_io_pct 0.2

create_clock -name clk0 -period $clk_period [get_ports {clk}]

set non_clock_inputs [all_inputs -no_clocks]
set_input_delay [expr $clk_period * $clk_io_pct] -clock clk0 $non_clock_inputs
set_output_delay [expr $clk_period * $clk_io_pct] -clock clk0 [all_outputs]
File: flow/run.sh
#!/bin/bash
# OpenROAD 26Q1-2900-gdf79404cd8, Yosys 0.63+post, stock flow scripts
make -C /OpenROAD-flow-scripts/flow DESIGN_CONFIG=/design/flow/config.mk WORK_HOME=/design/flow/orfs finish
==> reports/qor.json <==
{
  "switching_share": {"value": 20.9, "unit": "%"},
  "combPwrFrac": {"value": 1.3, "unit": "%"},
  "die_area": {"value": 0.0541, "unit": "mm²"},
  "tritoncts": {"value": "yes"},
  "lay_top_cells": {"value": "532 x nor2_1, 455 x dfxtp_1, 223 x xnor2_1, 182 x nand2_1, 177 x xor2_1"},
  "vias_in_the_first_global_route": {"value": 15800},
  "placedInstanceArea": {"value": 0.0220, "unit": "mm²"},
  "synthesis_to_layout_area_growth": {"value": 11.7, "unit": "%"},
  "port_buffers": {"value": 8},
  "openroad_warning_count": {"value": 29},
  "floorplan.initialDensity": {"value": 40.5, "unit": "%"},
  "drive_above_1_share": {"value": 5.96, "unit": "%"},
  "max_cap_viol_count": {"value": 0},
  "dp.cells": {"value": 3175},
  "power-per-cell-area": {"value": 129, "unit": "mW/mm²"},
  "clock_insertion_delay_worst_skew": {"value": 0.59, "unit": "ns"},
  "crit_buf_inv": {"value": 3},
  "pin_count_of_the_biggest_net_entering_global_routing": {"value": 66},
  "power.net_switching": {"value": 642, "unit": "µW"},
  "drc": {"value": 0},
  "critPathMaxFanout": {"value": 43},
  "synth-area-yosys": {"value": 0.0213, "unit": "mm²"},
  "post_drt_via_cell_ratio": {"value": 5.22},
  "wl_cell": {"value": 13.7, "unit": "µm"},
  "synth.avg_cell_area": {"value": 8.35, "unit": "µm²"},
  "maxSlewHeadroom": {"value": 44.1, "unit": "%"},
  "post_synth_instance_area": {"value": 0.0213, "unit": "mm²"},
  "final.setup.tns": {"value": 0, "unit": "ns"},
  "setup_viol": {"value": 0},
  "number_of_antenna_violations_at_the_first_check_in_global_routing": {"value": 0},
  "critPathKind": {"value": "in -> reg"},
  "clkSinkCount": {"value": 455},
  "yosys.cell_types.count": {"value": 53},
  "grt_overflow": {"value": 0},
  "peakVddDrop": {"value": 0.000105, "unit": "V"},
  "holdWs": {"value": 0.449, "unit": "ns"},
  "clock_slew_at_the_register_clock_pins_of_the_worst_setup_and_hold_paths": {"value": 0.06, "unit": "ns"},
  "routed_wirelength": {"value": 45000, "unit": "µm"},
  "num_antenna_cells": {"value": 0},
  "postCtsResizedCells": {"value": 0},
  "status": {"value": "complete, no violations"},
  "core-area": {"value": 0.0526, "unit": "mm²"},
  "lay_top_count": {"value": "nor2_1"},
  "leakagePower": {"value": 7.66, "unit": "nW"},
  "syn-instance-count": {"value": 2547},
  "maxSlewViolCount": {"value": 0},
  "ys_seq_elements": {"value": 455},
  "highest_achievable_clock_rate": {"value": 0.224, "unit": "GHz"},
  "placement_rows": {"value": 84},
  "critical_path.top_delay_family": {"value": "buffers and inverters"},
  "max_slew.worst_pin.slew": {"value": 0.833, "unit": "ns"},
  "pre_antenna_drt_iters": {"value": 4},
  "setup_repair_after_global_routing_missed_its_margin": {"value": "no"},
  "required_time_of_the_worst_setup_path": {"value": 12.96, "unit": "ns"},
  "globalRouteTotalUtil": {"value": 17.4, "unit": "%"},
  "ys_seq_share": {"value": 42.8, "unit": "%"},
  "post_synth_main_area_contributors": {"value": "dfxtp_1 43%, nor2_1 9.4%, xnor2_1 9.2%"},
  "die.size.y": {"value": 233, "unit": "µm"},
  "antenna_violating_nets_post_route": {"value": 0},
  "detailroute.via_count": {"value": 17100},
  "finish.instance_area": {"value": 0.0238, "unit": "mm²"},
  "grt_first_pass_wirelength": {"value": 77700, "unit": "µm"},
  "place.gp.congestion": {"value": 0.884},
  "root_buffer_cell": {"value": "clkbuf_16"},
  "synth.top_cell.area_share": {"value": 42.8, "unit": "%"},
  "horizontal_die_size": {"value": 233, "unit": "µm"},
  "setup.worst_path.end_class": {"value": "flip-flop"},
  "worst_hold_class": {"value": "reg -> reg"},
  "post-route-period-util": {"value": 35.8, "unit": "%"},
  "cp_data_arrival_time": {"value": 4.93, "unit": "ns"},
  "crit_chain": {"value": "clkdlybuf4s50_1 > clkinv_1 > nand2_2 > buf_4 > nor2_1"},
  "clock_power_share": {"value": 51.2, "unit": "%"},
  "numCtsBuffers": {"value": 52},
  "cts.htree.levels": {"value": 2},
  "drt-initial-drc-count": {"value": 999},
  "critPathLaunchType": {"value": "primary input"},
  "worst_path_largest_cell_delay": {"value": 0.79, "unit": "ns"},
  "cts_buffer_depth": {"value": 3},
  "finalWorstPathRequiredPeriod": {"value": 4.47, "unit": "ns"},
  "internal-power": {"value": 2.43, "unit": "mW"},
  "yosys-stat-cells": {"value": 2547},
  "timing.critical_path.slowest_stage_cell": {"value": "clkdlybuf4s50_1"},
  "fin_skew": {"value": 0.0225, "unit": "ns"},
  "finish.cell_count_without_fillers": {"value": 3271},
  "synth_top_cell_by_area": {"value": "dfxtp_1"},
  "detailed_place_hpwl": {"value": 29300, "unit": "µm"},
  "timing.final.hold_violations": {"value": 0},
  "post_cts_hold_buffer_count": {"value": 0},
  "flop_pwr_share": {"value": 47.5, "unit": "%"},
  "io-pin-count": {"value": 10},
  "synth_warnings": {"value": 7},
  "cts_setup_buffers": {"value": 0}
}
==> per-stage QoR <==
step	setup slack [ns]	utilization, %	total power [mW]
3_3_place_gp	7.53	41.8	1.53
2_1_floorplan	8.88	-	1.52
5_1_grt	7.90	45.2	3.18
6_report	8.03	45.2	3.08
3_5_place_dp	7.44	41.8	1.53
4_1_cts	8.08	45.2	3.12
==> per-layer routing <==
metal  vias to the layer above  global-route usage (%)  share of wire [%]
met4                         0                    3.55                2.1
met3                        78                    2.67                3.9
met5                         -                       0                  0
met2                       259                    25.4                 42
met1                      7892                    27.7                 52
li1                       8839                       -                  -
==> power groups by stage <==
stage / Combinational [mW] / Sequential (mW) / Clock [mW]
after CTS: 0.0401 / 1.46 / 1.62
after global routing: 0.0443 / 1.46 / 1.68
final: 0.0393 / 1.46 / 1.57
==> cells by family after synthesis <==
group | Yosys count | share of synthesized area [%]
other | 1 | 0.0176
buffers and inverters | 128 | 2.51
AOI/OAI and AO/OA | 64 | 1.59
xor gates and xnor gates | 400 | 16.5
and+or+nand+nor | 1487 | 35.9
adders and majority gates | 11 | 0.647
DFF | 455 | 42.8
muxes | 1 | 0.0529
==> worst paths after layout <==
| path | slack (ns) | start | cells after the start | end |
|---|---|---|---|---|
| worst max-delay path | 8.03 | rst | 5 | clk_thousand_generator.counter[27] |
| worst min-delay path | 0.45 | clk_hundred_generator.counter[0] | 1 | clk_hundred_generator.counter[0] |
| worst max register to register | 9.44 | every_second_generator.counter[3] | 7 | every_second_generator.counter[48] |
| worst min register to register | 0.45 | clk_hundred_generator.counter[0] | 1 | clk_hundred_generator.counter[0] |
==> Yosys cell counts (all sizes together) <==
library cell    n
nor4b          13
buf            40
nor2b           4
nor3b           3
nand4b          2
and4           40
nand2         185
inv            50
or4b            1
a21oi          32
nor2          533
clkbuf         37
dfxtp         455
clkinv          1
o31ai           4
nor4          147
and3           50
nand2b          2
or2            13
conb            1
nand3b          3
or4            12
o21ai          26
and2           25
nor4bb          1
ha             11
nor3          103
xor2          177
nand4         147
mux2            1
nand3         169
a311oi          1
a41o            1
or3            34
xnor2         223
==> cell type report <==
class,count,area [µm²]
fill,4814,28800
multi-input combinational,1964,11600
sequential,455,9110
clock buffer,79,1610
tap,688,861
clock inverter,17,196
inverter,51,191
timing repair buffer,17,148
Power figures rest on the tool's default switching activity, not on a simulated workload.
